==> /design/flow/design.v <==
module cpuDIMux
    (
    input [7:0] romData,
    input [7:0] ramaData,
    input [7:0] s100DataIn,
    input [7:0] ledread,
    input [7:0] iobyte,
    input [7:0] usbRxD,
    input [7:0] usbStatus,
    input   reset_cs,
    input   rom_cs,
    input   ram_cs,
    input   inPortcon_cs,
    input   inLED_cs,
    input   iobyteIn_cs,
    input   usbStat_cs,
    input   usbRxD_cs,
    input   z80Read,
    input   pll0_250MHz,
    output reg [7:0] outData
    );
always @(posedge pll0_250MHz) begin
    if (rom_cs)
        outData <= romData;
    else if(inPortcon_cs)
        outData <= s100DataIn;
    else if (ram_cs)
        outData <= ramaData;
    else if (inLED_cs)
        outData <= ledread;
    else if (iobyteIn_cs)
        outData <= iobyte;
     else if (usbRxD_cs)
        outData <= usbRxD;
     else if(usbStat_cs)
        outData <= usbStatus;
   else if (reset_cs)
        outData <= 8'h00;
    else if (z80Read)
        outData <= s100DataIn;
     end
endmodule
==> /design/flow/run.sh <==
#!/bin/bash
# OpenROAD 26Q1-2900-gdf79404cd8, Yosys 0.63+post, stock flow scripts
make -C /OpenROAD-flow-scripts/flow DESIGN_CONFIG=/design/flow/config.mk WORK_HOME=/design/flow/orfs finish
==> /design/flow/config.mk <==
export PLATFORM = sky130hd
export DESIGN_NAME = cpuDIMux
export DESIGN_NICKNAME = cpuDIMux
export VERILOG_FILES = /design/flow/design.v
export SDC_FILE = /design/flow/constraint.sdc
export NUM_CORES = 4
export LEC_CHECK = 1
export CORE_AREA = 10 10 85 85
export DIE_AREA = 0 0 95 95
==> /design/flow/constraint.sdc <==
current_design cpuDIMux

set clk_period 2.7
set clk_io_pct 0.2

create_clock -name clk0 -period $clk_period [get_ports {pll0_250MHz}]

set non_clock_inputs [all_inputs -no_clocks]
set_input_delay [expr $clk_period * $clk_io_pct] -clock clk0 $non_clock_inputs
set_output_delay [expr $clk_period * $clk_io_pct] -clock clk0 [all_outputs]
==> impl_metrics.json <==
{
  "final.setup.tns_ps": 0,
  "met3_usage_pct": 2.644,
  "drive_gt1_share_pct": 5.063,
  "hold_class": "in -> reg",
  "ys_warn_count": 1,
  "fin_util_pct": 29.15,
  "clk_pin_slew_ps": 40,
  "largest_reg_flops": 8,
  "gp_congestion": 0.7621,
  "ir_worst_vdd_uv": 119.6,
  "syn_to_final_growth_pct": 113.6,
  "fp.dieW_um": 95,
  "rows": 27,
  "yosysSeqAreaShare_pct": 32.16,
  "post_cts_resized": 0,
  "syn_area_per_cell_um2": 8.892,
  "warning_count": 25,
  "slew_headroom_pct": 71.50,
  "cts_inserted_buffers": 3,
  "maxCapViolCount": 0,
  "clock_path_buffers": 2,
  "finalClockPeriodUsage_pct": 72.15,
  "use_met2_pct": 15.39,
  "synthArstFlopShare_pct": 0,
  "cts_setup_buffers": 0,
  "yosysChipArea_um2": 747.0,
  "aoi_share_pct": 41.21,
  "synth_flops": 8,
  "final.fill_count": 593,
  "wl_per_cell_um": 16.78,
  "setup_viol": 0,
  "final_max_slew_viol_count": 0,
  "reg_top3": "outData (8)",
  "status": "finished, final reports clean",
  "antenna_found_initial": 0,
  "place.port_buffers": 73,
  "grt.total_usage_pct": 8.263,
  "powerDensity_nw_per_um2": 303.8,
  "fp-utilization_pct": 13.65,
  "finalCriticalPeriod_ps": 1948,
  "gr-usage-met1_pct": 9.025,
  "syn_inst": 84,
  "crit_type": "in -> reg",
  "crit_path_end_kind": "register",
  "top_register": "outData",
  "synth-edff-count": 8,
  "xor_share_pct": 0,
  "grt.overflow.total": 0,
  "cp.required_ps": 2650,
  "ant_nets": 0,
  "arrival_ps": 1900,
  "max_freq_mhz": 513.3,
  "grt_setup_unrepaired": "no",
  "vias_per_cell": 4.335,
  "synth.logic.top_family": "AND-OR/OR-AND gates",
  "yosysCellCount": 84,
  "final-hold-violation-count": 0,
  "core-area_um2": 5473,
  "grt_max_degree": 11,
  "synthSimpleGateAreaFrac_pct": 22.28,
  "drc": 0,
  "busiest_layer": "met2",
  "logic_area_um2": 474.2,
  "worst_slew_pin_slew_ps": 424.2,
  "seq_area_um2": 240.2,
  "yosys.area_share.adder_pct": 0,
  "drt_iter0_drc": 55,
  "cts.sinks": 8,
  "finalPower_uw": 484.7,
  "crit_path_start_kind": "input pin",
  "p_leak_nw": 0.5501,
  "ioPinCount": 74,
  "netlist_area_um2": 747.0,
  "grt_pass1_vias": 1157,
  "route.vias.total": 997,
  "num_antenna_cells": 0,
  "crit_path_max_fanout": 10,
  "cts_hold_buf": 0,
  "cts_max_level": 1,
  "dp_hpwl_mm": 3.496,
  "chipArea_um2": 9025,
  "flop_cell": "edfxtp_1",
  "synth_cell_type_count": 27,
  "die_y_um": 95,
  "wl_mm": 3.859,
  "drtPass1Iterations": 4,
  "grt_pass1_wl_mm": 5.844,
  "cts-root-buf": "clkbuf_8",
  "mux_area_share_pct": 0,
  "cts_tree": "done"
}
[power by group]
group / switching (mW) / total, mW / internal (mW)
registers: 0.00324 / 0.155 / 0.152
logic: 0.0619 / 0.192 / 0.130
clock network: 0.0422 / 0.138 / 0.0961
[critical path, cell delays in order]
cell             delay (ps)
clkdlybuf4s50_1         560
or2_4                   320
a221o_1                 260
o2111ai_1                90
a31oi_1                 130
[cell type report]
class / count / area share (%)
repair buffers: 74 / 46.27
flip-flops and latches: 8 / 15.06
well taps: 72 / 5.647
clock buffers: 3 / 2.588
inverters: 3 / 0.7059
multi-input cells: 70 / 29.73
[cell usage after synthesis, types with 4 or more instances]
master	instances	area share, %
or2b_1	4	4.0
nor2_1	6	3.0
edfxtp_1	8	32
o22ai_1	4	3.3
a31oi_1	5	4.2
o2111ai_1	5	5.9
nand2_1	7	3.5
a221o_1	5	6.7
a22oi_1	9	9.0
[worst paths after layout]
path | start | to | slack (ps) | cells past startpoint
max | iobyteIn_cs | outData[4] | 750 | 5
min | romData[7] | outData[7] | 1030 | 3
[layout by cell type, fill, tap and decap left out, drive strengths merged, types with 2 or more instances in the layout]
cell type       n
a21oi           3
a221o           5
a221oi          3
a22oi           9
a31oi           5
clkbuf          3
clkdlybuf4s50  73
edfxtp          8
inv             3
nand2           7
nand2b          2
nor2            8
nor2b           2
nor3            2
o2111ai         5
o221ai          3
o22ai           4
o31ai           3
or2b            4
[logic make-up after synthesis]
family                 Yosys count
and+or+nand+nor                 30
AOI/OAI and AO/OA               40
buffers and inverters            6
DFF                              8
[per-layer routing]
layer / vias to the layer above / wire length [um]
met5: - / 0
met4: 0 / 49
met1: 458 / 1497
met3: 4 / 266
met2: 34 / 2045
li1: 501 / -
[metrics by stage]
step / setup WS (ps) / std cells / hold slack [ps] / area [um^2]
4_1_cts: 747.4 / 230 / 1032 / 1595
3_5_place_dp: 506.3 / 227 / 1264 / 1554
2_1_floorplan: 1098 / 84 / 748.0 / 747.0
3_3_place_gp: 528.3 / 227 / 1272 / 1554
6_report: 752.0 / 230 / 1029 / 1595
5_1_grt: 607.9 / 230 / 1054 / 1595
